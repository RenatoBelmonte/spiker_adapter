==> ./constraint.sdc <==
current_design spiker_writer

set clk_period 1.4
set clk_io_pct 0.2

create_clock -name clk0 -period $clk_period [get_ports {clk_i}]

set non_clock_inputs [all_inputs -no_clocks]
set_input_delay [expr $clk_period * $clk_io_pct] -clock clk0 $non_clock_inputs
set_output_delay [expr $clk_period * $clk_io_pct] -clock clk0 [all_outputs]
==> ./config.mk <==
export PLATFORM = sky130hd
export DESIGN_NAME = spiker_writer
export DESIGN_NICKNAME = spiker_writer
export VERILOG_FILES = /design/flow/design.v
export SDC_FILE = /design/flow/constraint.sdc
export NUM_CORES = 4
export LEC_CHECK = 1
export CORE_AREA = 10 10 103 103
export DIE_AREA = 0 0 113 113
export SYNTH_HDL_FRONTEND = slang
==> ./run.sh <==
#!/bin/bash
# OpenROAD 26Q1-2900-gdf79404cd8, Yosys 0.63+post, stock flow scripts
make -C /OpenROAD-flow-scripts/flow DESIGN_CONFIG=/design/flow/config.mk WORK_HOME=/design/flow/orfs finish
==> ./design.v <==
package spiker_adapter_reg_pkg;
  parameter int BlockAw = 7;
  typedef struct packed {
    logic [31:0] q;
  } spiker_adapter_reg2hw_spikes_mreg_t;
  typedef struct packed {
    struct packed {
      logic        q;
    } sample_ready;
    struct packed {
      logic        q;
    } start;
  } spiker_adapter_reg2hw_ctrl1_reg_t;
  typedef struct packed {
    logic [31:0] d;
  } spiker_adapter_hw2reg_spikes_result_mreg_t;
  typedef struct packed {
    struct packed {
      logic        d;
      logic        de;
    } sample;
    struct packed {
      logic        d;
      logic        de;
    } ready;
  } spiker_adapter_hw2reg_status_reg_t;
  typedef struct packed {
    spiker_adapter_reg2hw_spikes_mreg_t [24:0] spikes;  
    spiker_adapter_reg2hw_ctrl1_reg_t ctrl1;  
  } spiker_adapter_reg2hw_t;
  typedef struct packed {
    spiker_adapter_hw2reg_spikes_result_mreg_t [3:0] spikes_result;  
    spiker_adapter_hw2reg_status_reg_t status;  
  } spiker_adapter_hw2reg_t;
  parameter logic [BlockAw-1:0] SPIKER_ADAPTER_SPIKES_0_OFFSET = 7'h 0;
  parameter logic [BlockAw-1:0] SPIKER_ADAPTER_SPIKES_1_OFFSET = 7'h 4;
  parameter logic [BlockAw-1:0] SPIKER_ADAPTER_SPIKES_2_OFFSET = 7'h 8;
  parameter logic [BlockAw-1:0] SPIKER_ADAPTER_SPIKES_3_OFFSET = 7'h c;
  parameter logic [BlockAw-1:0] SPIKER_ADAPTER_SPIKES_4_OFFSET = 7'h 10;
  parameter logic [BlockAw-1:0] SPIKER_ADAPTER_SPIKES_5_OFFSET = 7'h 14;
  parameter logic [BlockAw-1:0] SPIKER_ADAPTER_SPIKES_6_OFFSET = 7'h 18;
  parameter logic [BlockAw-1:0] SPIKER_ADAPTER_SPIKES_7_OFFSET = 7'h 1c;
  parameter logic [BlockAw-1:0] SPIKER_ADAPTER_SPIKES_8_OFFSET = 7'h 20;
  parameter logic [BlockAw-1:0] SPIKER_ADAPTER_SPIKES_9_OFFSET = 7'h 24;
  parameter logic [BlockAw-1:0] SPIKER_ADAPTER_SPIKES_10_OFFSET = 7'h 28;
  parameter logic [BlockAw-1:0] SPIKER_ADAPTER_SPIKES_11_OFFSET = 7'h 2c;
  parameter logic [BlockAw-1:0] SPIKER_ADAPTER_SPIKES_12_OFFSET = 7'h 30;
  parameter logic [BlockAw-1:0] SPIKER_ADAPTER_SPIKES_13_OFFSET = 7'h 34;
  parameter logic [BlockAw-1:0] SPIKER_ADAPTER_SPIKES_14_OFFSET = 7'h 38;
  parameter logic [BlockAw-1:0] SPIKER_ADAPTER_SPIKES_15_OFFSET = 7'h 3c;
  parameter logic [BlockAw-1:0] SPIKER_ADAPTER_SPIKES_16_OFFSET = 7'h 40;
  parameter logic [BlockAw-1:0] SPIKER_ADAPTER_SPIKES_17_OFFSET = 7'h 44;
  parameter logic [BlockAw-1:0] SPIKER_ADAPTER_SPIKES_18_OFFSET = 7'h 48;
  parameter logic [BlockAw-1:0] SPIKER_ADAPTER_SPIKES_19_OFFSET = 7'h 4c;
  parameter logic [BlockAw-1:0] SPIKER_ADAPTER_SPIKES_20_OFFSET = 7'h 50;
  parameter logic [BlockAw-1:0] SPIKER_ADAPTER_SPIKES_21_OFFSET = 7'h 54;
  parameter logic [BlockAw-1:0] SPIKER_ADAPTER_SPIKES_22_OFFSET = 7'h 58;
  parameter logic [BlockAw-1:0] SPIKER_ADAPTER_SPIKES_23_OFFSET = 7'h 5c;
  parameter logic [BlockAw-1:0] SPIKER_ADAPTER_SPIKES_24_OFFSET = 7'h 60;
  parameter logic [BlockAw-1:0] SPIKER_ADAPTER_SPIKES_RESULT_0_OFFSET = 7'h 64;
  parameter logic [BlockAw-1:0] SPIKER_ADAPTER_SPIKES_RESULT_1_OFFSET = 7'h 68;
  parameter logic [BlockAw-1:0] SPIKER_ADAPTER_SPIKES_RESULT_2_OFFSET = 7'h 6c;
  parameter logic [BlockAw-1:0] SPIKER_ADAPTER_SPIKES_RESULT_3_OFFSET = 7'h 70;
  parameter logic [BlockAw-1:0] SPIKER_ADAPTER_CTRL1_OFFSET = 7'h 74;
  parameter logic [BlockAw-1:0] SPIKER_ADAPTER_STATUS_OFFSET = 7'h 78;
  parameter logic [31:0] SPIKER_ADAPTER_SPIKES_RESULT_0_RESVAL = 32'h 0;
  parameter logic [31:0] SPIKER_ADAPTER_SPIKES_RESULT_1_RESVAL = 32'h 0;
  parameter logic [31:0] SPIKER_ADAPTER_SPIKES_RESULT_2_RESVAL = 32'h 0;
  parameter logic [31:0] SPIKER_ADAPTER_SPIKES_RESULT_3_RESVAL = 32'h 0;
  typedef enum int {
    SPIKER_ADAPTER_SPIKES_0,
    SPIKER_ADAPTER_SPIKES_1,
    SPIKER_ADAPTER_SPIKES_2,
    SPIKER_ADAPTER_SPIKES_3,
    SPIKER_ADAPTER_SPIKES_4,
    SPIKER_ADAPTER_SPIKES_5,
    SPIKER_ADAPTER_SPIKES_6,
    SPIKER_ADAPTER_SPIKES_7,
    SPIKER_ADAPTER_SPIKES_8,
    SPIKER_ADAPTER_SPIKES_9,
    SPIKER_ADAPTER_SPIKES_10,
    SPIKER_ADAPTER_SPIKES_11,
    SPIKER_ADAPTER_SPIKES_12,
    SPIKER_ADAPTER_SPIKES_13,
    SPIKER_ADAPTER_SPIKES_14,
    SPIKER_ADAPTER_SPIKES_15,
    SPIKER_ADAPTER_SPIKES_16,
    SPIKER_ADAPTER_SPIKES_17,
    SPIKER_ADAPTER_SPIKES_18,
    SPIKER_ADAPTER_SPIKES_19,
    SPIKER_ADAPTER_SPIKES_20,
    SPIKER_ADAPTER_SPIKES_21,
    SPIKER_ADAPTER_SPIKES_22,
    SPIKER_ADAPTER_SPIKES_23,
    SPIKER_ADAPTER_SPIKES_24,
    SPIKER_ADAPTER_SPIKES_RESULT_0,
    SPIKER_ADAPTER_SPIKES_RESULT_1,
    SPIKER_ADAPTER_SPIKES_RESULT_2,
    SPIKER_ADAPTER_SPIKES_RESULT_3,
    SPIKER_ADAPTER_CTRL1,
    SPIKER_ADAPTER_STATUS
  } spiker_adapter_id_e;
  parameter logic [3:0] SPIKER_ADAPTER_PERMIT [31] = '{
    4'b 1111,  
    4'b 1111,  
    4'b 1111,  
    4'b 1111,  
    4'b 1111,  
    4'b 1111,  
    4'b 1111,  
    4'b 1111,  
    4'b 1111,  
    4'b 1111,  
    4'b 1111,  
    4'b 1111,  
    4'b 1111,  
    4'b 1111,  
    4'b 1111,  
    4'b 1111,  
    4'b 1111,  
    4'b 1111,  
    4'b 1111,  
    4'b 1111,  
    4'b 1111,  
    4'b 1111,  
    4'b 1111,  
    4'b 1111,  
    4'b 1111,  
    4'b 1111,  
    4'b 1111,  
    4'b 1111,  
    4'b 1111,  
    4'b 0001,  
    4'b 0001   
  };
endpackage
import spiker_adapter_reg_pkg::* ;
module spiker_writer
#(
    parameter int WIDTH = 32
) (
    input logic clk_i,
    input logic rst_ni,
    input logic test_mode_i,
    input logic [WIDTH-1:0] data_out_i,
    input logic sample_i,
    output logic writer_ready_o,
    input logic ready_i,
    output spiker_adapter_reg_pkg::spiker_adapter_hw2reg_t ip_to_reg_file
);
    logic [WIDTH-1:0] pipe_reg;
    logic pipe_valid;
    assign ip_to_reg_file.status.ready.d = ready_i;
    assign ip_to_reg_file.spikes_result[0].d = pipe_reg;
    always_ff @(posedge clk_i or negedge rst_ni) begin
        if (!rst_ni) begin
            pipe_reg <= '0;
            pipe_valid <= 1'b0;
            writer_ready_o <= 1'b1;
        end else begin
            if (sample_i) begin
                pipe_reg <= data_out_i;
                pipe_valid <= 1'b1;
                writer_ready_o <= 1'b0;
            end else if (pipe_valid) begin
                pipe_valid <= 1'b0;
                writer_ready_o <= 1'b1;
            end
        end
    end
    logic [3:0] sample_count;
    always_ff @(posedge clk_i or negedge rst_ni) begin
        if (!rst_ni) begin
            sample_count <= 4'd0;
            ip_to_reg_file.status.sample.d <= 1'b0;  
        end else if (sample_i) begin
            if (sample_count == 4'd14) begin
                sample_count <= 4'd0;
                ip_to_reg_file.status.sample.d <= sample_i;
                ip_to_reg_file.status.sample.de <= 1'b1;  
            end else begin
                sample_count <= sample_count + 4'd1;
            end
        end
    end
endmodule
==> results_tabular.tex <==
% Generated from flow reports
\begin{tabular}{lr}
\hline
Metric & Value \\
\hline
\multicolumn{2}{l}{\textbf{Power}} \\
Switching Fraction & 25.4\% \\
Part of the power in combinational logic & 23.4\% \\
Switching power & 718 uW \\
Reg power frac & between 50\% and 60\% \\
Internal power & 2110 uW \\
Power Total & 2830 uW \\
Leakage power total & 0.00164 uW \\
Power per cell area & 938 nW/um\^{}2 \\
Worst voltage drop across the vdd grid & 0.407 mV \\
Fraction of power consumed by the clock network & 26.6\% \\
\multicolumn{2}{l}{\textbf{GRT}} \\
Pin count of the biggest net entering global routing & 27 \\
Via count of the first global-routing pass & 1,433 \\
Global routing usage on met3 & 2.83\% \\
Met2 Usage GRT & 11.3\% \\
Gr ovfl total & 0 \\
GRT Resource Usage Total & 7.42\% \\
Initial antenna violation count & 0 \\
Global-route wire length before repair & between 7000 and 8000 um \\
Met1 track demand over resource in global routing & 10.2\% \\
Most crowded layer after global routing & met2 \\
\multicolumn{2}{l}{\textbf{Clock network}} \\
Clock buffer count from CTS & 5 \\
Clk root buf & sky130\_fd\_sc\_hd\_\_clkbuf\_8 \\
Clock insertion delay at the later pin of the skew report & 0.29 ns \\
Clock slew at reported path FFs & $\sim$0.09 ns \\
Deepest level of the CTS H-tree & 2 \\
Bufs on Longest Clock Path & 2 \\
TritonCTS clock tree & yes \\
Number of clock sinks & 39 \\
\multicolumn{2}{l}{\textbf{Routing}} \\
Post-detailed-route count of antenna-violating nets & 0 \\
Count of unresolved DRC violations after routing & 0 \\
Detailed Route Iter0 Violations & 43 \\
Routed wirelength normalized by instance count & 14.0 um \\
Vias after detailed routing & 1,329 \\
Number of iterations in the first detailed-routing pass & 2 \\
Final Routed Wirelength & 5430 um \\
Via-to-Cell Ratio & 3.43 \\
N\_diodes & 0 \\
\multicolumn{2}{l}{\textbf{Critical path}} \\
Cell family contributing the most delay on the critical path & flip-flops \\
Crit. path cell count & 1 \\
Stage delay of the slowest cell on the critical path & 0.53 ns \\
Kind of capture point of the worst setup path & output pin \\
Worst-path fanout max & 2 \\
Critical path startpoint & writer\_ready\_o \\
Critical path buffers and inverters & 1 \\
Arrival time at the worst endpoint & about 1.0 ns \\
Launch point of the worst reg-to-reg path & sample\_count[0] \\
Kind of start point of the critical path & flip-flop \\
Crit Path Category & flip-flop to output pin \\
Crit-path cells & dlygate4sd2\_1 \\
Register-to-Register Path Depth & 2 \\
Worst path slowest cell & sky130\_fd\_sc\_hd\_\_dfstp\_2 \\
CP required & 1.12 ns \\
\multicolumn{2}{l}{\textbf{STA}} \\
Total negative setup slack & 0 ns \\
Post-route minimum period & $\sim$1.3 ns \\
Relative slew slack & between 50\% and 60\% \\
Fin Hold WS & -0.0152 ns \\
Final worst path period share & 93.9\% \\
Clock Skew & 0.00977 ns \\
Number of endpoints failing setup at the final stage & 0 \\
Transition time of the tightest slew-check pin & approximately 0.65 ns \\
Max-slew violation count & 0 \\
RSZ-0062 raised after global routing & false \\
Final tally of hold violations & 8 \\
Top achievable clock speed & 0.761 GHz \\
\multicolumn{2}{l}{\textbf{Cells and area}} \\
Most common logic cell in the routed design & sky130\_fd\_sc\_hd\_\_conb\_1 \\
Final std cells w/o fill & 387 \\
Dominant logic cell types in the final layout & sky130\_fd\_sc\_hd\_\_conb\_1, sky130\_fd\_sc\_hd\_\_dfrtp\_1, sky130\_fd\_sc\_hd\_\_mux2\_4, sky130\_fd\_sc\_hd\_\_clkdlybuf4s50\_1, sky130\_fd\_sc\_hd\_\_dlygate4sd2\_1 \\
Area growth from synthesis to layout & 26.0\% \\
Share of layout cells above drive strength 1 & 20.9\% \\
Fillcell total & 812 \\
Max reg flops & 32 \\
\multicolumn{2}{l}{\textbf{Job}} \\
Number of warning messages in the logs & 26 \\
Max-cap viol count & 0 \\
\multicolumn{2}{l}{\textbf{Floorplan}} \\
Horizontal extent of the die & 113 um \\
Total die size & 12,800 sq um \\
Vertical die dimension & between 100 and 150 um \\
Number of rows in the core area & 33 \\
Initial Utilization & 28.8\% \\
Number of primary I/O pins & roughly 170 \\
Core Box Area & 8300 sq um \\
\multicolumn{2}{l}{\textbf{Outcome}} \\
Result of the run & complete, but fails checks \\
Violations in the final reports & hold timing \\
\multicolumn{2}{l}{\textbf{Yosys}} \\
Register area share after synthesis & $\sim$40\% \\
Register bit count reported by yosys & 39 \\
Chip area in the Yosys report & approximately 2400 sq um \\
Post-Synthesis Mean Instance Area & between 10 and 15 sq um \\
Number of synthesized flops with an enable pin & 0 \\
Simple-gate portion of the synthesized area & 2.67\% \\
Total of warnings raised by yosys & 97 \\
Number of distinct standard cells referenced by the synthesized netlist & 21 \\
Synthesized cell area & 2390 sq um \\
Mux share & 20.6\% \\
\# Cells Yosys & 196 \\
Adder and majority cell fraction of the synthesized area & 0\% \\
Synthesized netlist cell count & roughly 200 \\
Fraction of synthesis flops using an asynchronous set or reset pin & 100\% \\
Compound-Gate Fraction of Synth Area & around 1.7\% \\
Commonest register cell after synthesis & sky130\_fd\_sc\_hd\_\_dfrtp\_1 \\
Dominant kind of combinational cell & buffers and inverters \\
Parity-gate share of the synthesized area counting xor and xnor cells & 0\% \\
\multicolumn{2}{l}{\textbf{Min path}} \\
Worst min-delay path class & primary input to async pin \\
\multicolumn{2}{l}{\textbf{Placement}} \\
Port Buf Inserts & 68 \\
Placed Instances & 365 \\
Placed wire-length estimate & about 4200 um \\
Gpl congestion & 0.714 \\
\hline
\end{tabular}
==> per-layer routing <==
metal  wire length (um)  up-vias
li1                   -      604
met1               2400      628
met2               2540       93
met3                445        4
met4                 47        0
met5                  0        -
==> cell usage after synthesis (2+ instances only) <==
| master | n | share of area, % |
|---|---|---|
| sky130_fd_sc_hd__buf_4 | 99 | 31 |
| sky130_fd_sc_hd__dfrtp_1 | 38 | 40 |
| sky130_fd_sc_hd__mux2_4 | 32 | 20 |
| sky130_fd_sc_hd__buf_6 | 4 | 1.9 |
| sky130_fd_sc_hd__nand2b_1 | 3 | 0.78 |
| sky130_fd_sc_hd__conb_1 | 2 | 0.31 |
| sky130_fd_sc_hd__inv_1 | 2 | 0.31 |
| sky130_fd_sc_hd__nor2_1 | 2 | 0.31 |
| sky130_fd_sc_hd__nor2b_1 | 2 | 0.52 |
==> power by group through the flow <==
stage         registers (uW)  clock network, uW  logic (uW)
CTS                     1420                798         671
global route            1440                855         738
finish                  1410                753         662
==> kinds of logic (layout without fill, tap and decap cells) <==
| family | Yosys count | after routing |
|---|---|---|
| buffers and inverters | 106 | 96 |
| flip-flops | 39 | 39 |
| multiplexers | 33 | 33 |
| AND/OR/NAND/NOR | 11 | 11 |
| AND-OR/OR-AND | 5 | 5 |
| other | 2 | 98 |
==> worst paths after layout <==
| check | endpoint | slack (ns) |
|---|---|---|
| max | writer_ready_o | 0.09 |
| min | pipe_reg[24] | -0.02 |
| max reg2reg | sample_count[3] | 0.39 |
| min reg2reg | ip_to_reg_file[3] | 0.50 |
| max in group asynchronous | pipe_reg[25] | 0.32 |
| min in group clk0 | pipe_valid | 0.39 |
==> cell type report <==
type | count | area (sq um) | area share, %
Sequential cell | 39 | 977 | 32.4
Inverter | 2 | 7.51 | 0.249
Timing Repair Buffer | 86 | 848 | 28.1
Clock buffer | 6 | 72.6 | 2.41
Multi-Input combinational cell | 147 | 965 | 32.0
Clock inverter | 2 | 12.5 | 0.415
Tap cell | 105 | 131 | 4.36
==> through the flow <==
| stage | instance area [sq um] | hold WS [ns] | setup WS, ns | util (%) |
|---|---|---|---|---|
| finish | 3010 | -0.0152 | 0.0857 | 36.3 |
| global route | 3010 | 0.00661 | 0.0380 | 36.3 |
| CTS | 2940 | 0.00363 | 0.000275 | 35.4 |
| detailed placement | 2820 | 0.247 | 0.119 | 34.0 |
| global placement | 2820 | 0.245 | 0.128 | 34.0 |
| floorplan | 2750 | -0.0156 | 0.441 | - |
==> timing repair <==
item	CTS	global route
buffers inserted	7	6
hold buffers	1	0
endpoints found under the hold margin	14	0
gates resized	22	12
endpoints found under the setup margin	27	12
Power is estimated from default activity; no workload was simulated.
