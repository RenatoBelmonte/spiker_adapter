==> flow/config.mk <==
export PLATFORM = sky130hd
export DESIGN_NAME = spiker_reader
export DESIGN_NICKNAME = spiker_reader
export VERILOG_FILES = /design/flow/design.v
export SDC_FILE = /design/flow/constraint.sdc
export NUM_CORES = 4
export LEC_CHECK = 1
export CORE_AREA = 10 10 626 626
export DIE_AREA = 0 0 636 636
export SYNTH_HDL_FRONTEND = slang
==> flow/constraint.sdc <==
current_design spiker_reader

set clk_period 655.1
set clk_io_pct 0.2

create_clock -name clk0 -period $clk_period [get_ports {clk_i}]

set non_clock_inputs [all_inputs -no_clocks]
set_input_delay [expr $clk_period * $clk_io_pct] -clock clk0 $non_clock_inputs
set_output_delay [expr $clk_period * $clk_io_pct] -clock clk0 [all_outputs]
==> flow/design.v <==
package spiker_adapter_reg_pkg;
  parameter int BlockAw = 7;
  typedef struct packed {
    logic [31:0] q;
  } spiker_adapter_reg2hw_spikes_mreg_t;
  typedef struct packed {
    struct packed {
      logic        q;
    } sample_ready;
    struct packed {
      logic        q;
    } start;
  } spiker_adapter_reg2hw_ctrl1_reg_t;
  typedef struct packed {
    logic [31:0] d;
  } spiker_adapter_hw2reg_spikes_result_mreg_t;
  typedef struct packed {
    struct packed {
      logic        d;
      logic        de;
    } sample;
    struct packed {
      logic        d;
      logic        de;
    } ready;
  } spiker_adapter_hw2reg_status_reg_t;
  typedef struct packed {
    spiker_adapter_reg2hw_spikes_mreg_t [24:0] spikes;  
    spiker_adapter_reg2hw_ctrl1_reg_t ctrl1;  
  } spiker_adapter_reg2hw_t;
  typedef struct packed {
    spiker_adapter_hw2reg_spikes_result_mreg_t [3:0] spikes_result;  
    spiker_adapter_hw2reg_status_reg_t status;  
  } spiker_adapter_hw2reg_t;
  parameter logic [BlockAw-1:0] SPIKER_ADAPTER_SPIKES_0_OFFSET = 7'h 0;
  parameter logic [BlockAw-1:0] SPIKER_ADAPTER_SPIKES_1_OFFSET = 7'h 4;
  parameter logic [BlockAw-1:0] SPIKER_ADAPTER_SPIKES_2_OFFSET = 7'h 8;
  parameter logic [BlockAw-1:0] SPIKER_ADAPTER_SPIKES_3_OFFSET = 7'h c;
  parameter logic [BlockAw-1:0] SPIKER_ADAPTER_SPIKES_4_OFFSET = 7'h 10;
  parameter logic [BlockAw-1:0] SPIKER_ADAPTER_SPIKES_5_OFFSET = 7'h 14;
  parameter logic [BlockAw-1:0] SPIKER_ADAPTER_SPIKES_6_OFFSET = 7'h 18;
  parameter logic [BlockAw-1:0] SPIKER_ADAPTER_SPIKES_7_OFFSET = 7'h 1c;
  parameter logic [BlockAw-1:0] SPIKER_ADAPTER_SPIKES_8_OFFSET = 7'h 20;
  parameter logic [BlockAw-1:0] SPIKER_ADAPTER_SPIKES_9_OFFSET = 7'h 24;
  parameter logic [BlockAw-1:0] SPIKER_ADAPTER_SPIKES_10_OFFSET = 7'h 28;
  parameter logic [BlockAw-1:0] SPIKER_ADAPTER_SPIKES_11_OFFSET = 7'h 2c;
  parameter logic [BlockAw-1:0] SPIKER_ADAPTER_SPIKES_12_OFFSET = 7'h 30;
  parameter logic [BlockAw-1:0] SPIKER_ADAPTER_SPIKES_13_OFFSET = 7'h 34;
  parameter logic [BlockAw-1:0] SPIKER_ADAPTER_SPIKES_14_OFFSET = 7'h 38;
  parameter logic [BlockAw-1:0] SPIKER_ADAPTER_SPIKES_15_OFFSET = 7'h 3c;
  parameter logic [BlockAw-1:0] SPIKER_ADAPTER_SPIKES_16_OFFSET = 7'h 40;
  parameter logic [BlockAw-1:0] SPIKER_ADAPTER_SPIKES_17_OFFSET = 7'h 44;
  parameter logic [BlockAw-1:0] SPIKER_ADAPTER_SPIKES_18_OFFSET = 7'h 48;
  parameter logic [BlockAw-1:0] SPIKER_ADAPTER_SPIKES_19_OFFSET = 7'h 4c;
  parameter logic [BlockAw-1:0] SPIKER_ADAPTER_SPIKES_20_OFFSET = 7'h 50;
  parameter logic [BlockAw-1:0] SPIKER_ADAPTER_SPIKES_21_OFFSET = 7'h 54;
  parameter logic [BlockAw-1:0] SPIKER_ADAPTER_SPIKES_22_OFFSET = 7'h 58;
  parameter logic [BlockAw-1:0] SPIKER_ADAPTER_SPIKES_23_OFFSET = 7'h 5c;
  parameter logic [BlockAw-1:0] SPIKER_ADAPTER_SPIKES_24_OFFSET = 7'h 60;
  parameter logic [BlockAw-1:0] SPIKER_ADAPTER_SPIKES_RESULT_0_OFFSET = 7'h 64;
  parameter logic [BlockAw-1:0] SPIKER_ADAPTER_SPIKES_RESULT_1_OFFSET = 7'h 68;
  parameter logic [BlockAw-1:0] SPIKER_ADAPTER_SPIKES_RESULT_2_OFFSET = 7'h 6c;
  parameter logic [BlockAw-1:0] SPIKER_ADAPTER_SPIKES_RESULT_3_OFFSET = 7'h 70;
  parameter logic [BlockAw-1:0] SPIKER_ADAPTER_CTRL1_OFFSET = 7'h 74;
  parameter logic [BlockAw-1:0] SPIKER_ADAPTER_STATUS_OFFSET = 7'h 78;
  parameter logic [31:0] SPIKER_ADAPTER_SPIKES_RESULT_0_RESVAL = 32'h 0;
  parameter logic [31:0] SPIKER_ADAPTER_SPIKES_RESULT_1_RESVAL = 32'h 0;
  parameter logic [31:0] SPIKER_ADAPTER_SPIKES_RESULT_2_RESVAL = 32'h 0;
  parameter logic [31:0] SPIKER_ADAPTER_SPIKES_RESULT_3_RESVAL = 32'h 0;
  typedef enum int {
    SPIKER_ADAPTER_SPIKES_0,
    SPIKER_ADAPTER_SPIKES_1,
    SPIKER_ADAPTER_SPIKES_2,
    SPIKER_ADAPTER_SPIKES_3,
    SPIKER_ADAPTER_SPIKES_4,
    SPIKER_ADAPTER_SPIKES_5,
    SPIKER_ADAPTER_SPIKES_6,
    SPIKER_ADAPTER_SPIKES_7,
    SPIKER_ADAPTER_SPIKES_8,
    SPIKER_ADAPTER_SPIKES_9,
    SPIKER_ADAPTER_SPIKES_10,
    SPIKER_ADAPTER_SPIKES_11,
    SPIKER_ADAPTER_SPIKES_12,
    SPIKER_ADAPTER_SPIKES_13,
    SPIKER_ADAPTER_SPIKES_14,
    SPIKER_ADAPTER_SPIKES_15,
    SPIKER_ADAPTER_SPIKES_16,
    SPIKER_ADAPTER_SPIKES_17,
    SPIKER_ADAPTER_SPIKES_18,
    SPIKER_ADAPTER_SPIKES_19,
    SPIKER_ADAPTER_SPIKES_20,
    SPIKER_ADAPTER_SPIKES_21,
    SPIKER_ADAPTER_SPIKES_22,
    SPIKER_ADAPTER_SPIKES_23,
    SPIKER_ADAPTER_SPIKES_24,
    SPIKER_ADAPTER_SPIKES_RESULT_0,
    SPIKER_ADAPTER_SPIKES_RESULT_1,
    SPIKER_ADAPTER_SPIKES_RESULT_2,
    SPIKER_ADAPTER_SPIKES_RESULT_3,
    SPIKER_ADAPTER_CTRL1,
    SPIKER_ADAPTER_STATUS
  } spiker_adapter_id_e;
  parameter logic [3:0] SPIKER_ADAPTER_PERMIT [31] = '{
    4'b 1111,  
    4'b 1111,  
    4'b 1111,  
    4'b 1111,  
    4'b 1111,  
    4'b 1111,  
    4'b 1111,  
    4'b 1111,  
    4'b 1111,  
    4'b 1111,  
    4'b 1111,  
    4'b 1111,  
    4'b 1111,  
    4'b 1111,  
    4'b 1111,  
    4'b 1111,  
    4'b 1111,  
    4'b 1111,  
    4'b 1111,  
    4'b 1111,  
    4'b 1111,  
    4'b 1111,  
    4'b 1111,  
    4'b 1111,  
    4'b 1111,  
    4'b 1111,  
    4'b 1111,  
    4'b 1111,  
    4'b 1111,  
    4'b 0001,  
    4'b 0001   
  };
endpackage
import spiker_adapter_reg_pkg::* ;
module spiker_reader
#(
    parameter int WIDTH = 32,
    parameter int N_SPIKES = 784,
    parameter int N_REG = 24,
    parameter int DATA_WIDTH = 800
) (
    input logic clk_i,
    input logic rst_ni,
    input logic test_mode_i,
    input  spiker_adapter_reg_pkg::spiker_adapter_reg2hw_t reg_file_to_ip,  
    output logic [DATA_WIDTH-1:0] data_in_o,
    input logic sample_i,
    output logic sample_ready_o,
    output logic start_o
);
logic [31:0] sample_count;
logic finished_sample;
logic [DATA_WIDTH-1:0] data_pipe;
always_ff @(posedge clk_i or negedge rst_ni) begin
    if (!rst_ni) begin
        sample_count <= 32'd0;
        finished_sample <= 1'b0;
    end else begin
        if (sample_i) begin
            if (sample_count == 24) begin
                sample_count <= 32'd0;  
                finished_sample <= 1'b1;
            end else begin
                sample_count <= sample_count + 1;
                finished_sample <= 1'b0;
            end
        end
    end
end
typedef enum logic [1:0] {
    IDLE,
    START,
    SAMPLE
} state_t;
state_t state, next_state;
always_ff @(posedge clk_i or negedge rst_ni) begin
    if (!rst_ni) begin
        state <= IDLE;
    end else begin
        state <= next_state;
    end
end
always_comb begin
    next_state = state;
    case (state)
        IDLE: begin
            if (reg_file_to_ip.ctrl1.start.q) begin
                next_state = START;
            end
        end
        START: begin
            next_state = SAMPLE;
        end
        SAMPLE: begin
            if (finished_sample) begin
                next_state = IDLE;
            end
        end
    endcase
end
always_ff @(posedge clk_i or negedge rst_ni) begin
    if (!rst_ni) begin
        data_in_o <= '0;
        sample_ready_o <= 1'b0;
        start_o <= 1'b0;
        data_pipe <= '0;
    end else begin
        case (state)
            IDLE: begin
                sample_ready_o <= 1'b0;
                start_o <= 1'b0;
                for (int i = 0; i < N_REG; i = i + 1) begin
                    data_pipe[(i+1)*WIDTH-1 -: WIDTH] <= reg_file_to_ip.spikes[i].q;
                end
            end
            START: begin
                data_in_o <= data_pipe;
                sample_ready_o <= 1'b1;
                start_o <= 1'b1;
            end
            SAMPLE: begin
                if (sample_i) begin
                    data_pipe <= data_pipe >> 4;
                    sample_ready_o <= 1'b1;
                end else begin
                    data_in_o <= data_pipe;
                end
            end
        endcase
    end
end
endmodule
==> flow/run.sh <==
#!/bin/bash
# OpenROAD 26Q1-2900-gdf79404cd8, Yosys 0.63+post, stock flow scripts
make -C /OpenROAD-flow-scripts/flow DESIGN_CONFIG=/design/flow/config.mk WORK_HOME=/design/flow/orfs finish
==> flow_metrics.py <==
# Synthesis and PnR figures
metrics = {
    "run_status": {
        "outcome": "finished, final reports clean",
    },
    "placement": {
        "port_buffers": 1541,
        "dp_cells": 11500,
        "hpwl_um": 287000,
        "post_dp_cell_area_um2": 86000,
        "preCtsSetupSlack_ps": 516900,
        "gp_congestion": 0.961,
    },
    "setup_path": {
        "crit_path_end_kind": "async pin",
        "cp.required_ps": 655990,
        "criticalPathCategory": "primary input to async pin",
        "crit_arrival_ps": 137830,
        "r2r_slack_ps": 649740,
        "critPathMaxFanout": 96,
        "startpoint_type": "primary input",
    },
    "global_route": {
        "grt_pass1_wl_um": 460000,
        "met3_usage_pct": 6.36,
        "met2_usage_pct": 28.7,
        "track_usage_pct": 17.1,
        "use_met1_pct": 21.0,
        "grt_pass1_vias": 46700,
        "busiest_layer": "met2",
        "antenna_found_initial": 209,
        "grt_max_degree": 153,
        "overflow": 0,
    },
    "sta": {
        "whs_ps": 458,
        "period_used_pct": 20.9,
        "relSlewSlack_pct": 41.8,
        "setup_ws_ps": 518160,
        "fin_crit_ps": 136940,
        "skew_ps": 60.7,
        "max_freq_ghz": 0.00730,
        "tns_ps": 0,
        "worst_pin_slew_ps": 870,
        "hold_viol_final": 0,
        "setup_viol": 0,
        "rsz0062_at_grt": "no",
        "slew_viol_final": 0,
    },
    "yosys": {
        "synth_cells": 5156,
        "synth_flops": 1574,
        "ff_type": "dfrtp_1",
        "ys_seq_share_pct": 60.5,
        "syn_area_um2": 65100,
        "yosys_cells": 5156,
        "yosys-top-cells-count": "dfrtp_1, nand2_1, mux2i_1, mux2_1, o21ai_1",
        "top_cell_area_share_pct": 60.5,
        "xor_area_share_pct": 0.363,
        "synth.most_common_cell": "dfrtp_1",
        "synth_cell_type_count": 41,
        "topCombFamilyByArea": "multiplexers",
        "mux_area_share_pct": 25.1,
        "fa_ha_area_share_pct": 0.0384,
        "synthArstFlopShare_pct": 100,
        "synthAoiAreaFrac_pct": 6.09,
        "synth.avg_cell_area_um2": 12.6,
        "edf_count": 0,
        "yosysWarnings": 0,
        "synthSimpleGateAreaFrac_pct": 5.12,
        "synthTopCellsByArea": "dfrtp_1, mux2i_1, mux2_1",
        "ys_chip_area_um2": 65100,
        "top_area_cell": "dfrtp_1",
    },
    "pwr": {
        "p_per_area_nw_per_um2": 3.78,
        "ir_drop_mv": 0.00210,
        "p_seq_share_pct": 41.7,
        "leakagePower_uw": 0.0422,
        "pwr-share-clk_pct": 32.4,
        "internal-power_uw": 240,
        "comb_power_share_pct": 25.9,
        "switchingPower_uw": 110,
        "switching_share_pct": 31.5,
    },
    "cts": {
        "clk_pin_slew_ps": 60,
        "clock_path_buffers": 4,
        "cts_sinks": 1574,
        "cts_resized": 0,
        "cts_tree": "done",
        "insertion_delay_ps": 890,
        "cts_setup_buffers": 0,
        "clk_root_buffer_cell": "clkbuf_16",
        "hold_buffers": 0,
        "cts_made_buffers": 197,
        "cts_max_level": 4,
    },
    "detailed_routing": {
        "first_pass_iters": 5,
        "via_per_inst": 3.94,
        "ant_nets": 0,
        "wl_um": 348000,
        "wl_per_cell_um": 29.4,
        "dr.first_iter.drc_count": 2994,
        "dr_total_vias": 46700,
        "drc": 0,
    },
    "layout": {
        "syn2layout_area_growth_pct": 42.6,
        "final-instance-count-excl-fill": 11900,
        "design_area_um2": 92800,
        "fillers": 39600,
        "drive_above_1_share_pct": 7.67,
    },
    "floorplan": {
        "rows": 226,
        "die_area_um2": 404000,
        "io_pins": 1608,
        "die_w_um": 636,
        "fp_util_pct": 17.2,
        "core-area_um2": 378000,
        "fp.dieH_um": 636,
    },
    "hold_path": {
        "hp-class": "register to register",
    },
    "job": {
        "max-cap-violations": 0,
        "warning_count": 79,
    },
}
-- metal layers --
layer / vias up / wire (um)
li1: 21000 / -
met1: 23500 / 135000
met5: - / 604
met4: 92 / 10600
met3: 569 / 30200
met2: 1574 / 171000
-- final timing paths --
kind	start	to	depth (start not counted)
worst max-delay path	rst_ni	data_in_o[4]$_DFFE_PN0P_	11
worst min-delay path	data_pipe[520]$_DFFE_PN0P_	data_in_o[520]$_DFFE_PN0P_	1
worst max register to register	state[1]$_DFF_PN0_	data_in_o[515]$_DFFE_PN0P_	7
worst min register to register	data_pipe[520]$_DFFE_PN0P_	data_in_o[520]$_DFFE_PN0P_	1
max in group clk0	sample_i	data_in_o[515]$_DFFE_PN0P_	10
min in group asynchronous	rst_ni	data_pipe[499]$_DFFE_PN0P_	1
-- power groups by stage --
stage     logic (uW)  clock network [uW]  registers (uW)
6_report        90.9                 114             146
4_1_cts         94.6                 117             146
5_1_grt         98.2                 121             150
-- cell families (layout without fill, tap and decap cells) --
logic type | after synthesis | in the layout
adders and majority gates | 2 | 2
DFF | 1574 | 1574
other | 1 | 71
and+or+nand+nor | 845 | 845
muxes | 1537 | 1537
xor gates and xnor gates | 27 | 27
AOI/OAI and AO/OA | 784 | 784
buffers and inverters | 386 | 1994
-- metrics by stage --
stage	total power (uW)	utilization [%]
2_1_floorplan	165	-
3_3_place_gp	241	22.7
3_5_place_dp	242	22.7
4_1_cts	358	24.5
5_1_grt	369	24.5
6_report	351	24.5
-- placed cells by master (no fill, tap or decap), types with 10 or more instances in the layout --
cell type / synthesis / routed
buf_12: 0 / 11
xnor2_1: 17 / 17
clkinv_2: 0 / 27
nand4_1: 10 / 10
clkbuf_1: 172 / 43
dfrtp_1: 1573 / 1572
o21ai_0: 255 / 255
inv_6: 0 / 11
mux2_1: 662 / 662
mux2i_1: 768 / 768
conb_1: 1 / 32
o21ai_1: 513 / 512
diode_2: 0 / 39
xor2_1: 10 / 10
mux2_2: 107 / 107
buf_4: 35 / 82
bufinv_16: 0 / 18
nand2_1: 782 / 782
nand3_1: 12 / 12
clkdlybuf4s50_1: 0 / 1540
clkbuf_16: 0 / 198
clkbuf_8: 0 / 39
-- registers in the layout, indices dropped and copies added, names as in the netlist --
name / cells
finished_sample: 1
sample_ready_o: 1
data_in_o: 768
data_pipe: 768
sample_count: 32
state: 3
start_o: 1
-- worst max-delay path, cell delays in order --
cell and delay [ps]:
buf_16 290, buf_4 640, buf_4 580, buf_4 450, buf_4 460, buf_4 660
buf_4 730, buf_4 680, buf_4 670, buf_4 650, buf_4 680
-- final cells by class --
class / count / area (um2) / share of cell area (%)
diodes: 39 / 97.6 / 0.105
clock buffers: 280 / 5650 / 6.09
clock inverters: 73 / 1020 / 1.10
inverters: 7 / 26.3 / 0.0283
multi-input cells: 3227 / 24000 / 25.9
flip-flops and latches: 1574 / 39400 / 42.5
well taps: 5016 / 6280 / 6.76
repair buffers: 1634 / 16300 / 17.5
Power and IR drop assume default switching activity.
